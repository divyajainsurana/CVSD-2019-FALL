--- design/flow/design.v ---
module MicroController #(parameter SWITCH = 8)(
    input clk,
    input rst_n,
    output reg m0_ready, m1_ready,
    input  m0_valid, m1_valid,
    output reg select,
    input fifo_iready,
    input fifo_almost_full, fifo_full
);
wire n_m0_ready, n_m1_ready;
wire n_select;
parameter SWITCH_BIT = $clog2(SWITCH);
reg [SWITCH_BIT-1 : 0] counter, n_counter;
assign n_m0_ready = ~fifo_almost_full & ~n_select;
assign n_m1_ready = ~fifo_almost_full &  n_select;
assign n_select = select ? ~(counter == SWITCH-1 && m1_ready && m1_valid) : (counter == SWITCH-1 && m0_ready && m0_valid);
always @(*) begin
    if ( (m0_ready & m0_valid) | (m1_ready & m1_valid) )n_counter = (counter == SWITCH-1) ? 0 : counter +1;
    else n_counter = counter;
end
always @(posedge clk or negedge rst_n) begin
    if (~rst_n) begin
        counter <= 0;
        m0_ready <= 1'b0;
        m1_ready <= 1'b0;
        select <= 1'b0;
    end else begin
        counter <= n_counter;
        m0_ready <= n_m0_ready;
        m1_ready <= n_m1_ready;
        select <= n_select;
    end
end
endmodule
module controller #(parameter SWITCH = 8)(
    input clk,
    input rst_n,
    output m0_awready, m1_awready, m0_wready, m1_wready,
    input  m0_awvalid, m1_awvalid, m0_wvalid, m1_wvalid,
    output aw_select, w_select,
    input awfifo_iready, wfifo_iready,
    input awfifo_almost_full, awfifo_full, wfifo_almost_full, wfifo_full
);
MicroController #(.SWITCH(SWITCH)) aw (.clk(clk), .rst_n(rst_n), .m0_ready(m0_awready), .m1_ready(m1_awready), 
    .m0_valid(m0_awvalid), .m1_valid(m1_awvalid), 
    .select(aw_select), .fifo_iready(awfifo_iready), .fifo_almost_full(awfifo_almost_full), .fifo_full(awfifo_full));
MicroController #(.SWITCH(SWITCH))  w(.clk(clk), .rst_n(rst_n), .m0_ready(m0_wready), .m1_ready(m1_wready), 
    .m0_valid(m0_wvalid), .m1_valid(m1_wvalid), 
    .select(w_select), .fifo_iready(wfifo_iready), .fifo_almost_full(wfifo_almost_full), .fifo_full(wfifo_full));
endmodule
module fifo # (
	parameter DATA_WIDTH = 8,
	parameter FIFO_DEPTH = 8
) 
(
	input                       clk,
	input                       rst_n,
	input      [DATA_WIDTH-1:0] idata,
	input                       ivalid,
	output reg                  iready,
	output reg [DATA_WIDTH-1:0] odata,
	output reg                  ovalid,
	input                       oready,
	output reg                  full,
	output                      almost_full
);
	wire [DATA_WIDTH-1:0] n_odata;
	wire n_almost_full, n_full, n_iready, n_ovalid;
	wire send, received;
	parameter PTR_WIDTH = $clog2(FIFO_DEPTH);   
	reg [DATA_WIDTH-1:0] fifo_data [FIFO_DEPTH-1:0];
	wire [DATA_WIDTH-1:0] n_fifo_data [FIFO_DEPTH-1:0];
	reg [ PTR_WIDTH-1:0] read_ptr, write_ptr;
	wire [ PTR_WIDTH-1:0] n_read_ptr, n_write_ptr;
	reg [PTR_WIDTH : 0] size, n_size;
	assign send = oready & ovalid;
	assign received = iready & ivalid;
	assign almost_full = n_full;
	assign n_full = (size >= FIFO_DEPTH-1 & received & ~send) | (full & ~send);
	assign n_iready = ~n_full;
	assign n_ovalid = ( size != 0 ) && ~send;
	assign n_odata = fifo_data[read_ptr];
	assign n_read_ptr = send ? (read_ptr == FIFO_DEPTH -1 ? 0 : read_ptr +1) : read_ptr;
	assign n_write_ptr = received ? (write_ptr == FIFO_DEPTH -1 ? 0 : write_ptr +1) : write_ptr;
	genvar idx;
	generate 
		for ( idx= 0;idx < FIFO_DEPTH ; idx = idx+1) begin
			assign n_fifo_data[idx] = (write_ptr == idx && received) ? idata : fifo_data[idx];
		end
	endgenerate
	always @(*) begin
		case({received, send})
			2'b10 : n_size = size +1;
			2'b01 : n_size = size -1;
			default : n_size = size;
		endcase
	end
	integer i;
	always @ (posedge clk or negedge rst_n) begin
		if (~rst_n) begin
			iready <= 1'd1;
			odata <= 0;
			ovalid <= 1'd0;
			full <= 1'd0;
			read_ptr <= 0;
			write_ptr <= 0;
			size <= 0;
			for (i = 0;i < FIFO_DEPTH ;i = i+1 )fifo_data[i] <= 0;
		end else begin
			iready <= n_iready;
			odata <= n_odata;
			ovalid <= n_ovalid;
			full <= n_full;
			read_ptr <= n_read_ptr;
			write_ptr <= n_write_ptr;
			size <= n_size;
			for (i = 0;i < FIFO_DEPTH ;i = i+1 )fifo_data[i] <= n_fifo_data[i];
		end
	end
endmodule
module interconnect #
(
    parameter DATA_WIDTH = 8,
    parameter ADDR_WIDTH = 16
)
(
	input         			clk,
	input         			rst_n,
	input  [ADDR_WIDTH-1:0] m0_awaddr,
	input         			m0_awvalid,
	output        			m0_awready,
	input  [DATA_WIDTH-1:0] m0_wdata,
	input         			m0_wvalid,
	output        			m0_wready,
	input  [ADDR_WIDTH-1:0] m1_awaddr,
	input         			m1_awvalid,
	output        			m1_awready,
	input  [DATA_WIDTH-1:0] m1_wdata,
	input         			m1_wvalid,
	output        			m1_wready,
	output [ADDR_WIDTH-1:0] mem_awaddr,
	output        			mem_awvalid,
	input         			mem_awready,
	output [DATA_WIDTH-1:0] mem_wdata,
	output        			mem_wvalid,
	input         			mem_wready
);
wire AWFIFO_iready, AWFIFO_full, AWFIFO_almost_full;
wire  WFIFO_iready,  WFIFO_full,  WFIFO_almost_full;
wire control_aw_sel, control_w_sel;
wire [ADDR_WIDTH-1 : 0] awaddr_sel;
wire [DATA_WIDTH-1 : 0] wdata_sel;
wire awvalid_sel, wvalid_sel;
assign awaddr_sel  = control_aw_sel ? m1_awaddr  : m0_awaddr;
assign awvalid_sel = control_aw_sel ? m1_awvalid : m0_awvalid;
assign  wdata_sel  = control_w_sel  ? m1_wdata   : m0_wdata;
assign  wvalid_sel = control_w_sel  ? m1_wvalid  : m0_wvalid;
fifo #(.DATA_WIDTH(ADDR_WIDTH)) AWFIFO (.clk(clk), .rst_n(rst_n), .idata(awaddr_sel), .ivalid(awvalid_sel), 
	.iready(AWFIFO_iready), .odata(mem_awaddr), .ovalid(mem_awvalid), .oready(mem_awready), 
	.full(AWFIFO_full), .almost_full(AWFIFO_almost_full)); 
fifo #(.DATA_WIDTH(DATA_WIDTH)) WFIFO (.clk(clk), .rst_n(rst_n), .idata(wdata_sel), .ivalid(wvalid_sel), 
	.iready(WFIFO_iready), .odata(mem_wdata), .ovalid(mem_wvalid), .oready(mem_wready), 
	.full(WFIFO_full), .almost_full(WFIFO_almost_full));
controller Controller (.clk(clk), .rst_n(rst_n), .m0_awready(m0_awready), .m1_awready(m1_awready), 
	.m0_wready(m0_wready), .m1_wready(m1_wready), .m0_awvalid(m0_awvalid), .m1_awvalid(m1_awvalid), 
	.m0_wvalid(m0_wvalid), .m1_wvalid(m1_wvalid), .aw_select(control_aw_sel), .w_select(control_w_sel), 
	.awfifo_iready(AWFIFO_iready), .wfifo_iready(WFIFO_iready), .awfifo_almost_full(AWFIFO_almost_full), 
	.wfifo_almost_full(WFIFO_almost_full), .awfifo_full(AWFIFO_full), .wfifo_full(WFIFO_full)); 
endmodule
--- design/flow/run.sh ---
#!/bin/bash
# OpenROAD 26Q1-2900-gdf79404cd8, Yosys 0.63+post, stock flow scripts
make -C /OpenROAD-flow-scripts/flow DESIGN_CONFIG=/design/flow/config.mk WORK_HOME=/design/flow/orfs finish
--- design/flow/config.mk ---
export PLATFORM = sky130hd
export DESIGN_NAME = interconnect
export DESIGN_NICKNAME = interconnect
export VERILOG_FILES = /design/flow/design.v
export SDC_FILE = /design/flow/constraint.sdc
export NUM_CORES = 4
export LEC_CHECK = 1
export CORE_UTILIZATION = 30
--- design/flow/constraint.sdc ---
current_design interconnect

set clk_period 8.4
set clk_io_pct 0.2

create_clock -name clk0 -period $clk_period [get_ports {clk}]

set non_clock_inputs [all_inputs -no_clocks]
set_input_delay [expr $clk_period * $clk_io_pct] -clock clk0 $non_clock_inputs
set_output_delay [expr $clk_period * $clk_io_pct] -clock clk0 [all_outputs]
==> ci_impl_report.md <==
## PnR job results

| Metric | Value |
|---|---|
| Status | complete, no violations |
| H-tree depth | 1 |
| GP Congestion | 0.805 |
| Netlist cell types | around 48 |
| Num rows | 71 |
| Design area | 13700 sq um |
| Hold Path Cell Cnt | 2 |
| Most frequent cell on the critical path | ha_1 |
| Clk pin slew, worst setup/hold paths | roughly 0.060 ns |
| Worst stage delay on the critical path | around 0.49 ns |
| CTS tree | built |
| Avg Cell Area, Syn | around 12 sq um |
| R2R Path Start | AWFIFO.read_ptr[1]$_DFFE_PN0P_ |
| First-pass GRT wire length | 41800 um |
| Main area contributors | dfrtp_1 (55%), mux2_2 (14%), mux2_4 (4.1%) |
| Layout cell share with drive strength beyond 1 | 0.231 |
| Fin Setup TNS | 0 ns |
| Grt total ovfl | 0 |
| CP max-delay cell | clkdlybuf4s50_1 |
| RSZ-0062 raised after global routing | no |
| Inserted Diodes | 0 |
| Vias | roughly 7400 |
| Final Skew | around 0.022 ns |
| Initial antenna violation count | 0 |
| Antenna viol nets, final | 0 |
| Tcrit/Tclk final | 0.422 |
| Die ar. | between 30000 and 40000 sq um |
| DRC Markers | 0 |
| HPWL after DPL | about 16000 um |
| Post-Route WL | 25700 um |
| Hold-fix buffers at CTS | 0 |
| Sink Count | 254 |
| Drt via density | about 4.8 |
| GRT Total Usage | 0.141 |
| Most frequent cells after synthesis | dfrtp_1 (252), mux2_2 (137), nand2_1 (86) |
| Initial drt markers | 431 |
| Slew Limit Fails | 0 |
| Fin. Hold Viols | 0 |
| Crit Path Class | input pin to flop |
| I/O pins | roughly 86 |
| Clk latency of the worst-skew pair | 0.55 ns |
| Synth flops | roughly 250 |
| Worst min path class | flop to flop |
| Synth area leader | dfrtp_1 |
| Number of global-route vias before repair | 7372 |
| Top-area cell share | 0.552 |
| Floorplan Utilization | 0.304 |
| Most common cell in the synthesized netlist | dfrtp_1 |
| Core Area | between 30000 and 40000 sq um |
| Worst slew pin tran | 0.926 ns |
| Reg2Reg Setup Slack | 5.59 ns |
| CTS Buf Count | 28 |
| Required @ worst endpoint | 8.86 ns |
| Post-CTS sizing | 0 |
| Post-synthesis instance area | between 10000 and 15000 sq um |
| Hold_ws | 0.472 ns |
| Async SR Flop Fraction | 1.00 |
| Die X | 197 um |
| Synth Instances | 919 |
| Register share after synthesis | 0.557 |
| CP Capture Type | flop |
| Lkg Pwr | 5.97 nW |
| Drt first pass iters | 5 |
| Critical Path, Cell by Cell | clkdlybuf4s50_1, mux2_2, nand2_1, ha_1, xor2_1, ha_1, inv_1, o221a_2, mux2i_1, xnor2_1 |
| Slew HR | 0.383 |
| Final setup violation count | 0 |
| DP Area | 12800 sq um |
| Clock Root Buffer | clkbuf_16 |
| Critical path arrival | 4.01 ns |
| EDFF count, synth | 0 |
| Hold Path Origin | WFIFO.fifo_data[5][0]$_DFFE_PN0P_ |
| Layout Area Growth over Synthesis | 19.9% |
| Wire length per cell | 16.9 um |
| Ys Warns | 5 |
| Number of max-cap violations | 0 |
| Die Height | 197 um |
| Peak supply drop | 0.000198 V |
| Power density over the cells | roughly 400 nW/um^2 |
| Worst setup SP type | input pin |
| Tool warnings | 44 |
| Post-synth top flop | dfrtp_1 |
| Worst reg-to-reg path cell count | 7 |
| Minimum clock period | approximately 3.5 ns |
| Yosys stat area | 11400 sq um |
| Worst Hold End | WFIFO.fifo_data[5][0]$_DFFE_PN0P_ |
| # Cells Yosys | 919 |
| Pin count of the biggest net entering global routing | 116 |
| Max Fclk | about 280 MHz |
| Clock buffer depth | 3 |
| IO buf count | about 85 |
| Worst r2r dst | AWFIFO.odata[0]$_DFF_PN0_ |
| # Post-CTS Setup Buffers | 0 |
| Worst-path maximum fanout | 14 |
## logic make-up (layout without fill, tap and decap cells)
kind of cell,Yosys count,after routing,synth area share
xor gates and xnor gates,8,8,0.00614
AOI/OAI and AO/OA,193,193,0.116
muxes,177,177,0.184
buffers and inverters,74,170,0.0304
and+or+nand+nor,180,180,0.0710
DFF,254,254,0.557
adders and majority gates,33,33,0.0362
## cell type report
cell class | count | area (sq um)
clock buffers | 45 | 855
clock inverters | 6 | 85.1
fillers | 3581 | 23900
inverters | 21 | 78.8
multi-input cells | 591 | 4710
flip-flops and latches | 254 | 6360
well taps | 511 | 639
repair buffers | 98 | 966
## state kept, by name (all words and copies together) (netlist names), 3 cells and up
| signal | flops |
|---|---|
| WFIFO.size | 4 |
| WFIFO.fifo_data | 64 |
| Controller.w.counter | 3 |
| AWFIFO.size | 4 |
| WFIFO.read_ptr | 3 |
| AWFIFO.fifo_data | 128 |
| WFIFO.odata | 8 |
| WFIFO.write_ptr | 3 |
| Controller.aw.counter | 3 |
| AWFIFO.read_ptr | 3 |
| AWFIFO.write_ptr | 3 |
| AWFIFO.odata | 16 |
## placed cells by master, fill, tap and decap left out, drive strengths merged, types with 2 or more instances in the layout
cell type | Yosys | final
clkinv | 0 | 3
mux2 | 168 | 168
nand2 | 86 | 86
nor2b | 5 | 5
a22oi | 4 | 4
a31oi | 18 | 18
clkbuf | 36 | 45
or3 | 3 | 3
buf | 17 | 14
dfrtp | 252 | 252
o22a | 2 | 2
nor2 | 43 | 43
dfstp | 2 | 2
a221oi | 6 | 6
nor3 | 6 | 6
and2 | 5 | 5
inv | 21 | 21
xor2 | 4 | 4
clkinvlp | 0 | 2
and3 | 3 | 3
nand3 | 9 | 9
a22o | 9 | 9
nand4 | 7 | 7
nand4b | 2 | 2
mux2i | 9 | 9
a31o | 2 | 2
clkdlybuf4s50 | 0 | 84
a21o | 4 | 4
a41oi | 10 | 10
xnor2 | 4 | 4
nand2b | 8 | 8
ha | 33 | 33
a222oi | 29 | 29
a21oi | 22 | 22
a221o | 7 | 7
o21ai | 75 | 75
## metal layers
metal  routed length, um  share of wire  GRT usage
met1               11900           0.46      0.211
met2               12100           0.47      0.228
met3                1320          0.051     0.0230
met4                 453          0.018     0.0227
met5                   0              0          0
## where the power goes
part	leakage [nW]	internal, mW	switching (mW)
Clock	0.453	0.727	0.488
Combinational	2.38	1.01	0.941
Sequential	3.13	1.82	0.351
Total	5.97	3.56	1.78
## critical path: cells and delay by family
kind / cells / cell delay (ns)
mux: 2 / 0.56
buf+inv: 2 / 0.54
fa+ha+maj: 2 / 0.54
xor+xnor: 2 / 0.32
simple gates: 1 / 0.19
compound gates: 1 / 0.17
## stage by stage
step	total power, mW	setup WS (ns)	util	instances
after floorplan	3.50	4.84	-	919
after detailed placement	4.15	4.32	0.339	1475
final	5.34	4.85	0.364	1526
after global placement	4.10	4.36	0.339	1475
after CTS	5.40	4.89	0.364	1526
after global routing	5.73	4.70	0.364	1526
## worst max-delay path by stage
stage	start	to	cells after the start
after CTS	m1_wvalid	WFIFO.size[2]$_DFFE_PN0P_	10
after global routing	m0_wvalid	WFIFO.size[2]$_DFFE_PN0P_	10
final	m1_wvalid	WFIFO.size[2]$_DFFE_PN0P_	10
No activity file was given, so power comes from the tool's default toggle rates.

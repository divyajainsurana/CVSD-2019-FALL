==> flow/design.v <==
module alu(
             clk_p_i,
             reset_n_i,
             data_a_i,
             data_b_i,
             inst_i,
             data_o,
             overflow_o
             );
      input           clk_p_i;
      input           reset_n_i;
      input   [7:0]   data_a_i;
      input   [7:0]   data_b_i;
      input   [2:0]   inst_i;
      output reg  [7:0]  data_o;
      output reg         overflow_o;
      reg signed [15:0]  ALU_d2_w;
      reg [7:0]   data_a_d1_r;
      reg [7:0]   data_b_d1_r;
      reg [2:0]   inst_d1_r;
      reg         overflow_d2_w;
      reg signed    [15:0]   data_a_signed_d1_r;
      reg signed    [15:0]   data_b_signed_d1_r;
      wire [7:0] temp_a;
      wire [7:0] temp_b;
      always@ (*)
      begin
          case(inst_d1_r)
            3'b000:    ALU_d2_w =  data_a_signed_d1_r+ data_b_signed_d1_r;
            3'b001:    ALU_d2_w =  data_b_signed_d1_r -  data_a_signed_d1_r;
            3'b010:    ALU_d2_w =  data_a_signed_d1_r * data_b_signed_d1_r;
            3'b011:    ALU_d2_w =  data_a_d1_r & data_b_d1_r;
            3'b100:    ALU_d2_w =  data_a_d1_r ^ data_b_d1_r;
            3'b101:    ALU_d2_w =  (data_a_d1_r[7]) ? (~data_a_signed_d1_r+1) : (data_a_signed_d1_r);
            3'b110:    ALU_d2_w =  (data_a_signed_d1_r+ data_b_signed_d1_r) >>> 1;
            3'b111:    ALU_d2_w = (data_a_signed_d1_r > data_b_signed_d1_r)? data_a_signed_d1_r : data_b_signed_d1_r;
            default:   ALU_d2_w = 0;
          endcase
      end
      always@ (*)
      begin
	case(inst_d1_r)
	3'b000:
	if ((ALU_d2_w>127 || ALU_d2_w<-128))
		overflow_d2_w =1;
	else 
		overflow_d2_w = 0;
	3'b001:
	if ((ALU_d2_w>127 || ALU_d2_w < -128))
		overflow_d2_w =1;
	else
		overflow_d2_w =0;
	3'b010:
        if ((ALU_d2_w>127 || ALU_d2_w<-128))
            overflow_d2_w = 1;
	else
	    overflow_d2_w = 0;
	default:
	   overflow_d2_w =0;
	endcase
      end
      always@(posedge clk_p_i or negedge reset_n_i)
      begin
          if (reset_n_i == 1'b0)
          begin
            data_o <= 0;
            overflow_o <= 0;
          end
          else
          begin
            inst_d1_r <= inst_i;
            data_a_d1_r <= data_a_i;
            data_b_d1_r <= data_b_i;
            data_o <= ALU_d2_w[7:0];
            overflow_o <= overflow_d2_w;
            data_a_signed_d1_r <= { {8{data_a_i[7]}}, data_a_i };
            data_b_signed_d1_r <= { {8{data_b_i[7]}}, data_b_i };
          end
      end
endmodule
==> flow/run.sh <==
#!/bin/bash
# OpenROAD 26Q1-2900-gdf79404cd8, Yosys 0.63+post, stock flow scripts
make -C /OpenROAD-flow-scripts/flow DESIGN_CONFIG=/design/flow/config.mk WORK_HOME=/design/flow/orfs finish
==> flow/config.mk <==
export PLATFORM = sky130hd
export DESIGN_NAME = alu
export DESIGN_NICKNAME = alu
export VERILOG_FILES = /design/flow/design.v
export SDC_FILE = /design/flow/constraint.sdc
export NUM_CORES = 4
export LEC_CHECK = 1
export CORE_UTILIZATION = 50
==> flow/constraint.sdc <==
current_design alu

set clk_period 8.9
set clk_io_pct 0.2

create_clock -name clk0 -period $clk_period [get_ports {clk_p_i}]

set non_clock_inputs [all_inputs -no_clocks]
set_input_delay [expr $clk_period * $clk_io_pct] -clock clk0 $non_clock_inputs
set_output_delay [expr $clk_period * $clk_io_pct] -clock clk0 [all_outputs]
==> impl_metrics.ini <==
; generated from flow reports
[sta]
setup-violations-final = 0
grt_setup_unrepaired = no
max_freq_mhz = 179
fin_worst_skew_ns = 0.00664
summed_negative_setup_slack_over_all_endpoints_ns = 0
postLayoutSetupSlackWorst_ns = 3.31
timing_max_transition_violations_final = 0
maxSlewHeadroom_pct = 56.6
period_needed_ns = 5.59
final.period_utilization_pct = 62.8
hold_viol = 0
finalHoldWorstSlack_ns = 0.919
max_slew.worst_pin.slew_ns = 0.646

[logic_synthesis]
ff_type = sky130_fd_sc_hd__edfxtp_1
post_synth_inst_count = 581
area_leader_share_pct = 22.9
ys_warn_count = 1
edf_count = 19
yosys.stat.seqShare_pct = 15.9
synth-seq-cells = 28
synth-area-yosys_sq_mm = 0.00499
ys_types = 74
synth.largest_area_cell = sky130_fd_sc_hd__fa_1
synth.avg_cell_area_sq_um = 8.59
synthArstFlopShare_pct = 32.1
synth.area.top_cells = sky130_fd_sc_hd__fa_1 (23%), sky130_fd_sc_hd__ha_1 (12%), sky130_fd_sc_hd__edfxtp_1 (11%)
yosys-stat-cells = 581
mapped_area_sq_mm = 0.00499

[floorplanning]
io_pins = 30
core.rowCount = 36
die.size.x_um = 102
floorplan.core_util_pct = 51.3
die_area_sq_mm = 0.0104
core_area_sq_mm = 0.00973
die_y_um = 102

[routing]
vias_per_cell = 5.70
1st_pass_router_iterations = 7
final_antenna_net_count = 0
drc = 0
routed_wl_um = 13600
antenna_cells = 0
routedWlPerCell_um = 18.6
vias = 4161
drt-initial-drc-count = 274

[global_route]
largest_net_degree_at_the_start_of_global_routing = 37
global_route.overflow_total = 0
grt_first_pass_wirelength_um = 22200
grt_usage_pct = 30.3
number_of_global_route_vias_before_repair = 4179
antenna_found_initial = 0

[clock_tree]
ctsResizeCount = 0
setup_fix_buffers_added_after_clock_tree_synthesis = 0
worstSkewPairLatency_ns = 0.27
cts-root-buf = sky130_fd_sc_hd__clkbuf_8
tritoncts.num_buffers = 3
clock_tree_from_tritoncts = built
cts.path.max_buffers = 2
tritoncts_num_sinks = 28
clkTransAtPathRegs_ns = 0.10
cts-hold-fix-buffers = 0
cts_htree_levels = 1

[finish]
layout_top_cells_excl_fill_tap = sky130_fd_sc_hd__inv_1 (99), sky130_fd_sc_hd__fa_1 (57), sky130_fd_sc_hd__nor2_1 (54), sky130_fd_sc_hd__ha_1 (46), sky130_fd_sc_hd__nand2_1 (45)
post_route_cells_drive_above_1_share_pct = 5.19
final.fill_count = 943
layout_top_cell = sky130_fd_sc_hd__inv_1
synthToLayoutAreaGrowth_pct = 9.50

[placement]
port_buffers = 29
post-place-ws_ns = 3.35
gp_congestion = 0.991
dp_hpwl_um = 10800

[worst_setup_path]
setup.worst_path.start = data_a_signed_d1_r[4]
worstSetupStartpointType = flop
worst_path_max_delay_cell = sky130_fd_sc_hd__edfxtp_1
cpLargestDelayFamily = adder cells
biggest_fanout_along_the_worst_timing_path = 12
r2r-start = data_a_signed_d1_r[4]
cell_chain_of_the_critical_path = ha_1 > inv_1 > fa_1 > inv_1 > fa_1 > fa_1 > inv_1 > fa_1 > inv_1 > ha_1 > nor3_1 > nor2_1 > a31oi_2 > nor2_1 > or3_1 > o41ai_2 > o2111a_1 > a211oi_2
worst-setup-path-type = flop to flop
crit_required_ns = 9.05
timing.critical_path.arrival_ns = 5.74
timing.critical_path.to_type = flop
cp_num_buf_inv = 4
slowest_delay_ns = 0.72

[run]
warnings = 33
max_cap_violations = 0

[power_and_ir_drop]
report.power.total_uw = 1560
p_leak_uw = 0.00247
ir_drop_mv = 0.358
cellPowerDensity_mw_per_mm2 = 285

[worst_hold_path]
hold_path_startpoint = data_a_signed_d1_r[0]
worst_hold_path_type = flop to flop

[outcome]
outcome = finished clean
==> area by class of cell <==
class	instances	area, sq um	share of cell area, %
inverter	102	383	7.00
sequential	28	796	14.6
timing repair buffer	37	350	6.41
tap	133	166	3.04
clock inverter	1	30.0	0.549
multi-input combinational	426	3700	67.7
clock buffer	3	41.3	0.755
==> layer usage <==
metal,vias up,track usage (%),part of all wire (%)
met5,-,0,0
met4,0,6.04,2.4
met3,22,4.10,7.4
met2,158,44.0,44
met1,2026,51.6,46
li1,1955,-,-
==> cell families (layout without fill, tap and decap cells) <==
kind of cell / after synthesis / in the layout / share of synthesized area [%]
simple gates: 174 / 174 / 16.7
buf+inv: 127 / 143 / 9.95
compound gates: 112 / 112 / 16.3
fa+ha+maj: 103 / 103 / 34.4
flops: 28 / 28 / 15.9
xor+xnor: 27 / 27 / 4.74
mux: 10 / 10 / 2.03
==> sequential cells by signal, indices dropped and copies added (netlist names) <==
name	cells
data_a_signed_d1_r	8
data_b_signed_d1_r	8
data_o	8
inst_d1_r	3
overflow_o	1
==> Yosys cell counts (4+ instances only) <==
master	n
sky130_fd_sc_hd__dfrtp_1	9
sky130_fd_sc_hd__o31ai_1	5
sky130_fd_sc_hd__o21ai_0	21
sky130_fd_sc_hd__nand2b_1	4
sky130_fd_sc_hd__clkbuf_1	15
sky130_fd_sc_hd__mux2i_1	9
sky130_fd_sc_hd__nor2_1	54
sky130_fd_sc_hd__inv_1	99
sky130_fd_sc_hd__edfxtp_1	19
sky130_fd_sc_hd__fa_1	57
sky130_fd_sc_hd__nor2b_1	7
sky130_fd_sc_hd__buf_2	7
sky130_fd_sc_hd__ha_1	46
sky130_fd_sc_hd__nand4_1	5
sky130_fd_sc_hd__a21oi_2	4
sky130_fd_sc_hd__xor2_1	7
sky130_fd_sc_hd__or3_1	4
sky130_fd_sc_hd__and2_1	28
sky130_fd_sc_hd__a211oi_1	4
sky130_fd_sc_hd__nand2_1	45
sky130_fd_sc_hd__a21oi_1	23
sky130_fd_sc_hd__nand3_1	5
sky130_fd_sc_hd__xnor2_1	20
sky130_fd_sc_hd__nor3_1	10
==> worst min-delay path, delay by kind of cell, from the launching register on <==
family                 cells  cell delay, ns
AOI/OAI and AO/OA          3            0.35
buffers and inverters      1            0.21
DFF                        1            0.34
==> stage by stage <==
stage	area [sq um]	cells	utilization (%)
2_1_floorplan	4990	581	-
3_3_place_gp	5400	726	55.5
3_5_place_dp	5400	726	55.5
4_1_cts	5470	730	56.2
5_1_grt	5470	730	56.2
6_report	5470	730	56.2
==> worst paths after layout <==
path	to	slack [ns]	cells past startpoint
setup / recovery	overflow_o	3.31	18
hold / removal	data_o[0]	0.92	4
setup reg to reg	overflow_o	3.31	18
hold reg to reg	data_o[0]	0.92	4
max in group asynchronous	data_o[6]	6.59	2
min in group asynchronous	data_o[7]	1.74	1
==> power breakdown <==
group          total (uW)  leakage [uW]  switching [uW]  internal, uW
clock                98.7     0.0000357            38.6          60.2
combinational        1280       0.00214             744           531
sequential            182      0.000295            22.2           160
total                1560       0.00247             805           751
Power is estimated from default activity; no workload was simulated.
